**/design/flow/run.sh**
```bash
#!/bin/bash
# OpenROAD 26Q1-2900-gdf79404cd8, Yosys 0.63+post, stock flow scripts
make -C /OpenROAD-flow-scripts/flow DESIGN_CONFIG=/design/flow/config.mk WORK_HOME=/design/flow/orfs finish
```
**/design/flow/design.v**
```verilog
`timescale 1ns / 1ps
module Full_Add(a,b,c,carry, sum
    );
	 output reg sum, carry;
	 input a,b,c;
	 always @(a,b,c)
	 begin 
		case ({a,b,c})
			3'b000  : begin sum=0; carry=0; end
			3'b001  : begin sum=1; carry=0; end
			3'b010  : begin sum=1; carry=0; end
			3'b011  : begin sum=0; carry=1; end
			3'b100  : begin sum=1; carry=0; end
			3'b101  : begin sum=0; carry=1; end
			3'b110  : begin sum=0; carry=1; end
			default : begin sum=1; carry=1; end
		endcase
	 end
endmodule
`timescale 1ns / 1ps
module Half_Add(
	input a,b,
	output reg carry, sum
    );
	always@(a,b)
		begin
			case({a,b})
				2'b00   : begin sum=0; carry=0; end
				2'b01   : begin sum=1; carry=0; end
				2'b10   : begin sum=1; carry=0; end
				default : begin sum=1; carry=1; end
			endcase
		end
endmodule
`timescale 1ns / 1ps
module Multiplier (
					input[3:0] X,
	            input[3:0] Y,
					output[7:0] P
						);
					 wire[3:0] C1;
					 wire[3:0] C2;
					 wire[3:0] C3;
					 wire[3:0] S1;
					 wire[3:0] S2;
					 wire[3:0] S3;
					 wire[3:0] XY0;
					 wire[3:0] XY1;
					 wire[3:0] XY2;
					 wire[3:0] XY3;
					 assign XY0[0] = X[0] & Y[0] ;
					 assign XY1[0] = X[0] & Y[1] ;
					 assign XY0[1] = X[1] & Y[0] ;
					 assign XY1[1] = X[1] & Y[1] ;
					 assign XY0[2] = X[2] & Y[0] ;
					 assign XY1[2] = X[2] & Y[1] ;
					 assign XY0[3] = X[3] & Y[0] ;
					 assign XY1[3] = X[3] & Y[1] ;
					 assign XY2[0] = X[0] & Y[2] ;
					 assign XY3[0] = X[0] & Y[3] ;
					 assign XY2[1] = X[1] & Y[2] ;
					 assign XY3[1] = X[1] & Y[3] ;
					 assign XY2[2] = X[2] & Y[2] ;
					 assign XY3[2] = X[2] & Y[3] ;
					 assign XY2[3] = X[3] & Y[2] ;
					 assign XY3[3] = X[3] & Y[3] ;
					 Full_Add FA1 (XY0[2], XY1[1], C1[0], C1[1], S1[1]);
					 Full_Add FA2 (XY0[3], XY1[2], C1[1], C1[2], S1[2]);
					 Full_Add FA3 (S1[2], XY2[1], C2[0], C2[1], S2[1]);
					 Full_Add FA4 (S1[3], XY2[2], C2[1], C2[2], S2[2]);
					 Full_Add FA5 (C1[3], XY2[3], C2[2], C2[3], S2[3]);
					 Full_Add FA6 (S2[2], XY3[1], C3[0], C3[1], S3[1]);
					 Full_Add FA7 (S2[3], XY3[2], C3[1], C3[2], S3[2]);
					 Full_Add FA8 (C2[3], XY3[3], C3[2], C3[3], S3[3]);
					 Half_Add HA1 (XY0[1], XY1[0], C1[0], S1[0]);
					 Half_Add HA2 (XY1[3], C1[2], C1[3], S1[3]);
					 Half_Add HA3 (S1[1], XY2[0], C2[0], S2[0]);
					 Half_Add HA4 (S2[1], XY3[0], C3[0], S3[0]);
					 assign P[0] = XY0[0] ;
					 assign P[1] = S1[0] ;
					 assign P[2] = S2[0] ;
					 assign P[3] = S3[0] ;
					 assign P[4] = S3[1] ;
					 assign P[5] = S3[2] ;
					 assign P[6] = S3[3] ;
					 assign P[7] = C3[3] ;
endmodule
```
**/design/flow/constraint.sdc**
```tcl
current_design Multiplier

set clk_period 5.1
set clk_io_pct 0.2

create_clock -name clk0 -period $clk_period

set non_clock_inputs [all_inputs -no_clocks]
set_input_delay [expr $clk_period * $clk_io_pct] -clock clk0 $non_clock_inputs
set_output_delay [expr $clk_period * $clk_io_pct] -clock clk0 [all_outputs]
```
**/design/flow/config.mk**
```make
export PLATFORM = sky130hd
export DESIGN_NAME = Multiplier
export DESIGN_NICKNAME = Multiplier
export VERILOG_FILES = /design/flow/design.v
export SDC_FILE = /design/flow/constraint.sdc
export NUM_CORES = 4
export LEC_CHECK = 1
export CORE_AREA = 10 10 70 70
export DIE_AREA = 0 0 80 80
```
==> qor.yml <==
synth:
  yosys.area_share.aoi: 0.366
  synth_area_leader_cell: "buf_4"
  muxShareOfSynthArea: 0
  synth_warnings: 2
  ys_types: 44
  synthXorXnorAreaFrac: 0.0368
  syn_area_um2: 714
  syn_inst: 109
  top_logic_kind: "simple AND/OR/NAND/NOR gates"
  yosys.area_share.adder: 0.0158
  top_area_frac: 0.126
  ys_cells: 109
  simple_gate_share: 0.384
  top_cells_by_area: "buf_4 (13%), nand2_1 (6.8%), a21oi_1 (5.6%)"
  ys_seq_frac: 0
  avgSynthCellArea_um2: 6.55
  ys_area_um2: 714
status:
  status: "complete, no violations"
global_route:
  grt_pass1_wl_um: 3310
  grt-ovfl-total: 0
  grt_max_degree: 14
  antenna_found_initial: 0
  first_global_vias: 742
  track_usage: 0.0586
finish:
  layoutNonFillerInstCount: 163
  seq_area_um2: 0
  lay_top_count: "clkdlybuf4s50_1"
  fin_util: 0.259
  mostFrequentLayoutCells: "clkdlybuf4s50_1 (15), nand2_1 (13), buf_4 (10)"
  clockBufferCount: 0
  drive_above_1_share: 0.171
  ff_count: 0
  syn2layout_area_growth_pct: 23.6
routing:
  dr.pass1.iters: 4
  num_vias: 789
  drt-total-wl_um: 1880
  num_antenna_cells: 0
  drcViolationCount: 0
  viasPerCell: 4.84
  final_antenna_net_count: 0
  wl_per_cell_um: 11.5
  first_iter_violations: 59
final_timing:
  slew_headroom: 0.726
  max_freq_mhz: 203
  layout_min_cycle_time_ps: 4930
  drv_slew: 0
  fin_tns_setup_ps: 0
  hold_viol_final: 0
  finalCritPeriodShare: 0.966
  rsz0062_at_grt: "false"
  setup_viol: 0
  tightest_slew_ps: 410
worst_hold_path:
  min_to: "P[1]"
  hp-start: "X[0]"
  hp-class: "in2out"
  holdPathStages: 4
place:
  place_congestion: 0.886
  post-place-cells: 163
  dp_hpwl_um: 1530
  portBuffers: 16
floorplan:
  fp-utilization: 0.209
  io_pins: 16
  die_w_um: 80
  dieArea_um2: 6400
  rows: 21
  coreArea_um2: 3420
  fp.dieH_um: 80
worst_setup_path:
  critPathCaptureType: "output pin"
  critPathRequiredTime_ps: 4080
  worstPathMaxFanout: 10
  path_class: "in2out"
  start_kind: "input port"
  worstPathArrival_ps: 3910
pwr:
  pwr_density_cell_nw_per_um2: 96.9
  peakVddDrop_uv: 16.9
  p_leak_nw: 0.343
  finalPower_uw: 85.6
flow_run:
  maxCapViolCount: 0
  tool_warnings: 32
-- cells in the mapped netlist (2+ instances only) --
library cell / n
nand2b_1: 2
nor2_1: 7
and2_1: 2
o21a_1: 2
buf_4: 12
a32oi_1: 2
inv_1: 3
o21ai_2: 2
buf_2: 5
nand2_1: 13
xnor2_1: 2
nand3_1: 5
nand3b_1: 2
o21ai_0: 4
a21oi_1: 8
o22ai_1: 2
a211oi_1: 2
o211ai_1: 2
nand4bb_1: 2
nand4b_1: 3
nor3_1: 2
a21o_1: 3
-- report_power, final --
group	leakage [nW]	switching [mW]	internal, mW
Clock	0	0	0
Combinational	0.343	0.0404	0.0452
Sequential	0	0	0
Total	0.343	0.0404	0.0452
-- what timing repair did --
item                       4_1_cts  5_1_grt
hold buffers                     0        0
gates resized                    0        1
setup buffers                    0        0
setup endpoints to repair        0        2
-- per-layer routing --
metal / vias up / global-route usage / share of wire
met5: - / 0 / 0
met4: 0 / 0.00528 / 0.0096
met3: 2 / 0.00341 / 0.029
met2: 20 / 0.0995 / 0.46
met1: 353 / 0.0817 / 0.50
li1: 414 / - / -
-- stage by stage --
step           worst slack [ps]  cell area, µm²  hold slack [ps]
3_5_place_dp                176             881             3160
5_1_grt                    27.7             883             3000
4_1_cts                     176             881             3160
2_1_floorplan              1210             714             2210
6_report                    172             883             2910
3_3_place_gp                144             881             3160
-- logic make-up (layout without fill, tap and decap cells) --
family / after synthesis / after routing
fa+ha+maj: 1 / 1
simple gates: 47 / 47
compound gates: 36 / 36
buf+inv: 22 / 30
xor+xnor: 3 / 3
-- layout make-up --
type                            count  area (µm²)
Fill cell                         401        2530
Multi-Input combinational cell     87         573
Timing Repair Buffer               26         238
Tap cell                           46        57.6
Inverter                            4        15.0
-- worst max-delay path, stage by stage --
cell	delay [ps]
clkdlybuf4s50_1	690
nand2_1	150
xor2_1	180
a221oi_2	350
nor3_2	100
o31ai_2	420
a211oi_1	150
a21o_1	180
a32oi_1	170
clkdlybuf4s50_1	490
-- how the worst max path moves through the flow --
stage / from / end / slack (ps)
CTS: X[0] / P[6] / 180
global route: X[3] / P[6] / 30
finish: Y[1] / P[6] / 170
Power and IR drop assume default switching activity.
