File: design.v
`timescale 1ns / 1ps
module Ring_Counter(clk, init, count);
		input clk, init;
		output reg [7:0] count;
		always @(posedge clk)
			begin
				if(init) count = 8'b10000000;
				else
					      count ={count[6:0],count[7]};
			end		
endmodule
File: run.sh
#!/bin/bash
# OpenROAD 26Q1-2900-gdf79404cd8, Yosys 0.63+post, stock flow scripts
make -C /OpenROAD-flow-scripts/flow DESIGN_CONFIG=/design/flow/config.mk WORK_HOME=/design/flow/orfs finish
File: config.mk
export PLATFORM = sky130hd
export DESIGN_NAME = Ring_Counter
export DESIGN_NICKNAME = Ring_Counter
export VERILOG_FILES = /design/flow/design.v
export SDC_FILE = /design/flow/constraint.sdc
export NUM_CORES = 4
export LEC_CHECK = 1
export CORE_AREA = 10 10 70 70
export DIE_AREA = 0 0 80 80
File: constraint.sdc
current_design Ring_Counter

set clk_period 1.2
set clk_io_pct 0.2

create_clock -name clk0 -period $clk_period [get_ports {clk}]

set non_clock_inputs [all_inputs -no_clocks]
set_input_delay [expr $clk_period * $clk_io_pct] -clock clk0 $non_clock_inputs
set_output_delay [expr $clk_period * $clk_io_pct] -clock clk0 [all_outputs]
==> deck_impl_summary.md <==
Physical Implementation Snapshot

Outcome
  – Status: complete, no violations

Finish
  – Most frequent cells in the layout: dlygate4sd2_1 (8), nor2b_1 (7), dfxtp_2 (7)
  – Top cell excl fill/tap: dlygate4sd2_1
  – Area grow syn2layout: 80.4%
  – Max FFs per register: 8
  – Fillcell total: approximately 400
  – Post-layout util: approximately 11%
  – Layout cells sized above 1: 35.7%

Placed design
  – Dpl hpwl: just under 400 um
  – Placer congestion estimate: roughly 0.7
  – Port Buffers: 9
  – DP Worst Slack: about 0.017 ns

Critical path
  – Reg2reg setup slack: 0.60 ns
  – FF-to-FF path depth: 1
  – Setup crit end kind: primary output
  – Critical path class: reg2out
  – Largest stage delay, worst path: around 0.32 ns
  – R2r endpoint: count[7]$_SDFF_PP1_
  – CP max FO: 2
  – Critical Path Start: count[3]$_SDFF_PP0_
  – Slowest CP cell: dfxtp_2
  – Crit path launch type: flop
  – CP endpoint: count[3]
  – WP data required: around 0.96 ns
  – Reg-to-reg startpoint: count[6]$_SDFF_PP0_
  – Arrival @ worst endpoint: ~0.81 ns
  – Crit-path cells: dlygate4sd2_1
  – CP top delay family: flip-flops
  – Crit path depth: 1
  – Worst path bufs/invs: 1

Synth
  – Synth area leader: dfxtp_1
  – Library cells used by synthesis: 3
  – Mapped Area: 210 um^2
  – Synth area leaders: dfxtp_1 (76%), nor2b_1 (21%), or2_1 (3.0%)
  – Register share after synthesis: ~76%
  – Synth Instances: 16
  – Yosys Warn Count: 1
  – Mapped Avg Cell Area: 13.1 um^2
  – Area share, top type: around three quarters
  – Yosys synthesis chip area: ~210 um^2
  – Registers, synthesis: 8
  – # Cells Yosys: 16

STA
  – Post-layout minimum cycle time: roughly 1.0 ns
  – Slew @ Worst Pin: between 0.2 and 0.3 ns
  – TNS Setup: 0 ns
  – Tcrit/Tclk final: around 87%
  – Hold Slack: around 0.42 ns
  – Final worst slack: roughly 0.15 ns
  – RSZ-0062 raised after global routing: no
  – Fmax: roughly 950 MHz
  – Fin. Hold Viols: 0
  – Final setup skew: 0.00199 ns
  – Final Max Slew Viols: 0
  – Rel. slew slack: 81.5%
  – Final setup fails: 0

Detailed routing
  – Initial DRC Count: 1
  – Antenna violation net count after detailed routing: 0
  – Final Routed Wirelength: roughly 560 um
  – Vias: 136
  – Drt pass-1 iters: 3
  – Drt wl/cell: approximately 7.6 um
  – Via density per instance: roughly 1.8
  – DRC viols: 0
  – Number of diodes: 0

Run
  – Stage-log warning count: 25
  – Tally of max-capacitance violations: 0

Clocking
  – Post-CTS Setup Repair Bufs: 0
  – Clk ins delay skew pair: 0.25 ns
  – CTS sink cnt: 8
  – Clock Root Buffer: clkbuf_4
  – Total CTS buffers: 3
  – H-tree Lvls: 1
  – CTS tree: yes
  – Clk pin slew, worst setup/hold paths: approximately 0.050 ns
  – CTS hold repair buffers: 0
  – Worst-case clock buffer depth: 2

Pwr
  – Leak Pwr: 0.164 nW
  – PwrDens: around 1300 nW/um^2
  – Maximum VDD drop: between 0.3 and 0.4 mV

GRT
  – Overflow after GRT: 0
  – Vias in the first global route: 177
  – Largest net degree at the start of global routing: 9
  – First-pass GRT wire length: 897 um
  – Initial antenna violation count: 0
  – Tot GR Track Use: between 1.5 and 2%

Die
  – # rows: 21
  – Die W: around 80 um
  – Top-level port count: 10
  – Initial Util: between 6 and 7%
  – Die Y: about 80 um
  – Core area: 3420 um^2
  – Chip Area: approximately 6400 um^2

Min path
  – Hold Path Class: reg2reg
-- repair_timing --
| action | in CTS | in global routing |
|---|---|---|
| gates resized | 15 | 0 |
| setup endpoints to repair | 8 | 0 |
| endpoints found under the hold margin | 0 | 0 |
-- cell type report --
cell class	instances	area [um^2]	share of cell area [%]
repair buffers	9	80.1	21.1
well taps	46	57.6	15.2
multi-input cells	8	50.0	13.2
flip-flops and latches	8	169	44.6
clock buffers	3	22.5	5.94
-- worst min path at each step --
stage | cells after the start | to | startpoint
final | 1 | count[7]$_SDFF_PP1_ | count[6]$_SDFF_PP0_
after global routing | 1 | count[7]$_SDFF_PP1_ | count[6]$_SDFF_PP0_
after CTS | 1 | count[7]$_SDFF_PP1_ | count[6]$_SDFF_PP0_
-- metrics by stage --
stage                     instance area (um^2)  std cells  total power, mW
after detailed placement                   358         71            0.306
after global routing                       379         74            0.533
final                                      379         74            0.501
after floorplan                            210         16            0.284
after CTS                                  379         74            0.509
after global placement                     358         71            0.305
-- metal layers --
metal / routed length [um] / vias up / global-route usage [%]
li1: - / 73 / -
met1: 290 / 52 / 2.42
met2: 117 / 11 / 1.69
met3: 152 / 0 / 2.95
met4: 0 / 0 / 0.352
met5: 0 / - / 0
-- kinds of logic (layout without fill, tap and decap cells) --
kind of cell,count (synthesis),after routing,share of synthesized area [%]
buf+inv,0,12,0
flops,8,8,76.2
simple gates,8,8,23.8
-- where the power goes --
group	internal [mW]	switching [mW]	total (mW)
combinational	0.0128	0.00602	0.0188
clock	0.114	0.0897	0.204
sequential	0.274	0.00348	0.278
-- synthesized netlist by cell type --
cell type  count
or2_1          1
dfxtp_1        8
nor2b_1        7
No activity file was given, so power comes from the tool's default toggle rates.
