**/design/flow/run.sh**
```bash
#!/bin/bash
# OpenROAD 26Q1-2900-gdf79404cd8, Yosys 0.63+post, stock flow scripts
make -C /OpenROAD-flow-scripts/flow DESIGN_CONFIG=/design/flow/config.mk WORK_HOME=/design/flow/orfs finish
```
**/design/flow/config.mk**
```make
export PLATFORM = sky130hd
export DESIGN_NAME = up_down_counter
export DESIGN_NICKNAME = up_down_counter
export VERILOG_FILES = /design/flow/design.v
export SDC_FILE = /design/flow/constraint.sdc
export NUM_CORES = 4
export LEC_CHECK = 1
export CORE_AREA = 10 10 70 70
export DIE_AREA = 0 0 80 80
```
**/design/flow/constraint.sdc**
```tcl
current_design up_down_counter

set clk_period 1.8
set clk_io_pct 0.2

create_clock -name clk0 -period $clk_period [get_ports {clk}]

set non_clock_inputs [all_inputs -no_clocks]
set_input_delay [expr $clk_period * $clk_io_pct] -clock clk0 $non_clock_inputs
set_output_delay [expr $clk_period * $clk_io_pct] -clock clk0 [all_outputs]
```
**/design/flow/design.v**
```verilog
`timescale 1ns / 1ps
module up_down_counter(
    input mode, clr,clk,ld,
    input [3:0] d_in,
    output reg [3:0] count
    );
	 always @ (posedge clk)
		if(ld)          count = d_in;
		else if (clr)   count = 4'b0000;
		else if (mode)  count = count + 4'b0001;
		else            count = count + 4'b1110 + 4'b0001;
endmodule
```
==> reports/results.ini <==
[outcome]
status = finished, final reports clean

[worst_setup_path]
cp_top_family = buffers and inverters
crit_path_max_incr_delay_ns = 0.50
critical_path_buf_inv_count = 1
r2r_setup_slack_ns = 0.58
path_max_fanout = 5
r2r-start = count[2]
crit_path_end = count[1]
path_cells = clkdlybuf4s50_1
critical_path_class = reg2out
timing.rr.end = count[3]
slowest_stage = clkdlybuf4s50_1
arrival_ns = 1.13
startpoint = count[1]
rr_worst_depth = 3
required_ns = 1.44
crit_path_end_kind = output pin
cp.depth = 1
crit_path_start_kind = flip-flop

[detailed_routing]
dr_total_vias = 213
antenna_left = 0
avgViaCountPerCell = 2.566
wl_per_cell_um = 7.964
routed_wl_um = 661
drc = 0
drt_iter0_markers = 6
first_pass_iters = 2

[floorplanning]
die_w_um = 80
coreArea_um2 = 3416
die_y_um = 80
initCoreUtil_pct = 6.190
num_io_pins = 12
chip_area_um2 = 6400
rows = 21

[place]
port_buffers = 11
gp_congestion = 0.7471

[yosys]
syn_area_um2 = 211.5
syn_area_per_cell_um2 = 10.07
synth_warnings = 1
synth_seq_share_pct = 37.87
ff_type = dfxtp_1
synth.most_common_cell = dfxtp_1
yosysCellCount = 21
synth-edff-count = 0
synth_cell_types = 15
synth_top_area_share_pct = 37.87
ys_area_um2 = 211.5
ys_top_cells_by_count = dfxtp_1, a22o_1, ha_1, inv_1
synthCells = 21
yosys.area.top_type = dfxtp_1
ys_seq_elements = 4
synthArstFlopShare_pct = 0
synth.area.top_cells = dfxtp_1, ha_1, a22o_1

[power]
total_switching_power_mw = 0.06844
ir_drop_uv = 129.1
switching_share_pct = 23.73
sequentialPowerShare_pct = 37.6
power.share.combinational_pct = 23.5
internal_power_mw = 0.2200
p_leak_nw = 0.1550
p_per_area_nw_per_um2 = 700.7
clkPwrFrac_pct = 38.9

[grt]
grt_pass1_wl_um = 938
grt_max_degree = 7
antenna_found_initial = 1
grt_use_total_pct = 2.037
grt-ovfl-total = 0
grt_pass1_vias = 191

[layout]
syn2layout_area_growth_pct = 94.67
drive_above_1_share_pct = 13.89
largest_register_ffs = 4

[sta]
fin_setup_tns_ns = 0
setup_viol = 0
worst_pin_slew_ns = 0.2713
period_used_pct = 82.53
max_freq_mhz = 673.1
hold_slack_ns = 0.5583
clock_skew_ns = 0.003094
final_hold_viol_count = 0
final_max_slew_viol_count = 0
slew_headroom_pct = 81.75
min_period_ns = 1.486
rsz0062_at_grt = no

[clocking]
cts_buffer_depth = 2
cts_sinks = 4
cts_hold_buf = 0
clock.latency.late_pin_ns = 0.24
cts_resized = 0
post-cts-setup-buffers = 0
root_buffer = clkbuf_4
numCtsBuffers = 3
h-tree-depth = 1
path_clk_slew_ns = 0.04
cts_tree = done

[job]
tool_warnings = 26
maxCapViolCount = 0

[hold_path]
min_path_type = reg2reg

-- power groups by stage --
stage	sequential [mW]	clock [mW]	combinational [mW]
5_1_grt	0.111	0.121	0.0740
6_report	0.108	0.112	0.0679
4_1_cts	0.108	0.115	0.0689
-- through the flow --
stage	setup slack, ns	power, mW	utilization [%]	cell area (um^2)	instances
floorplan	0.6345	0.1342	-	211.5	21
global placement	0.1282	0.1756	11.32	386.6	79
detailed placement	0.1295	0.1781	11.32	386.6	79
CTS	0.3043	0.2923	11.98	409.1	82
global route	0.2599	0.3058	12.05	411.6	83
finish	0.3144	0.2884	12.05	411.6	83
-- final cells by class --
type                            count  area, um^2
Fill cell                         399        3004
Multi-Input combinational cell     15       123.9
Timing Repair Buffer               12       117.6
Sequential cell                     4       80.08
Tap cell                           46       57.56
Clock buffer                        3       22.52
Inverter                            2       7.507
Antenna cell                        1       2.502
-- layout by cell type, fill, tap and decap left out, types with 2 or more instances in the layout --
master | synthesis | routed
inv_1 | 2 | 2
a22o_1 | 2 | 2
clkbuf_4 | 0 | 3
clkdlybuf4s50_1 | 0 | 11
dfxtp_1 | 4 | 4
ha_1 | 2 | 2
-- worst min path at each step --
stage / from / to / cells past startpoint / slack [ns]
after global routing: count[3] / count[3] / 2 / 0.59
final: count[3] / count[3] / 2 / 0.56
after CTS: count[3] / count[3] / 2 / 0.57
-- kinds of logic after synthesis --
family | synth area share [%]
AOI/OAI and AO/OA | 18.94
xor gates and xnor gates | 8.286
adders and majority gates | 11.83
buffers and inverters | 3.552
DFF | 37.87
muxes | 4.734
and+or+nand+nor | 14.79
-- layer usage --
layer | up-vias | global-route usage [%] | wire length [um]
met5 | - | 0 | 0
met4 | 0 | 0 | 0
met3 | 0 | 3.295 | 199
met2 | 15 | 1.766 | 143
met1 | 86 | 2.457 | 318
li1 | 112 | - | -
-- worst register-to-register path: cells and delay by family, from the launching register on --
family	cells	cell delay [ns]
simple gates	2	0.53
flops	1	0.34
compound gates	1	0.24
Power is estimated from default activity; no workload was simulated.
